===== flow/config.mk =====
export PLATFORM = sky130hd
export DESIGN_NAME = strobe
export DESIGN_NICKNAME = strobe
export VERILOG_FILES = /design/flow/design.v
export SDC_FILE = /design/flow/constraint.sdc
export NUM_CORES = 4
export LEC_CHECK = 1
export CORE_AREA = 10 10 70 70
export DIE_AREA = 0 0 80 80

===== flow/constraint.sdc =====
current_design strobe

set clk_period 2.6
set clk_io_pct 0.2

create_clock -name clk0 -period $clk_period [get_ports {clk}]

set non_clock_inputs [all_inputs -no_clocks]
set_input_delay [expr $clk_period * $clk_io_pct] -clock clk0 $non_clock_inputs
set_output_delay [expr $clk_period * $clk_io_pct] -clock clk0 [all_outputs]

===== flow/design.v =====
module strobe 
# (
    parameter strobe_width = 10
)
(
  input clk,
  input reset,
  output strobe
);
  reg [31:0] cnt;
  always @ (posedge clk, posedge reset)
    if (reset)
	   cnt <= 'b0;
	 else
	   cnt <= cnt + 1'b1;
  assign strobe = (cnt[strobe_width - 1:0] == 'b0);
endmodule

===== flow/run.sh =====
#!/bin/bash
# OpenROAD 26Q1-2900-gdf79404cd8, Yosys 0.63+post, stock flow scripts
make -C /OpenROAD-flow-scripts/flow DESIGN_CONFIG=/design/flow/config.mk WORK_HOME=/design/flow/orfs finish

==> ci_impl_report.md <==
### Yosys + OpenROAD results

| Metric | Value |
|---|---|
| Cell leakage power | `0.220 nW` |
| Max-cap violation count | `0` |
| Startpoint Class | `register` |
| Post-route ant nets | `0` |
| CTS clk-pin slew, worst paths | `50 ps` |
| Most instantiated logic cell after routing | `dfrtp_1` |
| Synthesized area | `439 sq um` |
| OpenROAD warnings | `26` |
| Reg2Reg Launch Point | `cnt[2]` |
| Ys flops | `10` |
| CTS tree | `built` |
| Post-route insts no fill | `87` |
| # Cells Yosys | `36` |
| Fin util | `15.8%` |
| I/O pin count | `3` |
| CP arrival | `1810 ps` |
| Highest clock rate | `0.429 GHz` |
| Final Hold Fails | `0` |
| # port buffers | `2` |
| Slew headroom | `76.5%` |
| Pin count of the biggest net entering global routing | `11` |
| Sw frac | `18.4%` |
| Worst-path maximum fanout | `5` |
| Insertion Delay late pin | `260 ps` |
| Clock sink total | `10` |
| Core area | `3420 sq um` |
| Most frequent cells in the layout | `dfrtp_1, xnor2_1` |
| Chip Area, Yosys | `439 sq um` |
| Sequential share of power | `60.4%` |
| Cells after DPL | `84` |
| Ys Warns | `1` |
| CTS Hold Bufs | `0` |
| Worst Tran Pin Value | `352 ps` |
| Routability Congestion | `0.793` |
| Dpl ws | `524 ps` |
| Worst hold slack | `467 ps` |
| Status | `completed` |
| Reg2reg path depth | `3` |
| Sw power | `47.5 uW` |
| Clock skew | `3.39 ps` |
| Die x size | `80 um` |
| Drt wl/cell | `8.15 um` |
| Post-Route WL | `709 um` |
| RSZ-0062 raised after global routing | `false` |
| Root Buffer | `clkbuf_4` |
| Comb pwr share | `1.7%` |
| Cell area power density | `478 nW/um^2` |
| Max FFs per register | `10` |
| WS Path Type | `reg -> out` |
| Area leader, netlist | `dfrtp_1` |
| Total track usage | `2.66%` |
| Dominant cell area share | `57.0%` |
| Grt ovf | `0` |
| Via count | `285` |
| Peak supply drop | `0.170 mV` |
| Vias in the first global route | `307` |
| Fillers | `390` |
| DRT iter0 DRCs | `15` |
| Setup TNS | `0 ps` |
| Cell Int Power | `210 uW` |
| Hold path cells | `1` |
| Router iterations before antenna repair | `2` |
| Global-route wire length before repair | `1370 um` |
| Max-slew violation count | `0` |
| CTS resizes | `0` |
| Area grow syn2layout | `22.8%` |
| Hold_sp | `cnt[9]` |
| Share of cells above drive strength 1 | `12.2%` |
| ANT cells | `0` |
| Die Y | `80 um` |
| CTS Buffer Depth | `2` |
| Num rows | `21` |
| Via density | `3.28` |
| Fin crit share | `89.6%` |
| Hold Path Class | `reg -> reg` |
| Hold path endpoint | `cnt[9]` |
| Tmin final | `2330 ps` |
| CP Capture Type | `output pin` |
| R2r endpoint | `cnt[7]` |
| Largest registers | `cnt x10` |
| Clock power frac | `37.9%` |
| Initial Util | `12.9%` |
| Initial antenna violation count | `0` |
| Synthesized area per cell | `12.2 sq um` |
| CP Data Required Time | `2080 ps` |
| Final setup violation count | `0` |
| Postcts setup bufs | `0` |
| Cells after Synth | `36` |
| CTS H-Tree Depth | `1` |
| Post-synth area hogs | `dfrtp_1, xnor2_1, ha_1` |
| Worst R2R Setup Slack | `1520 ps` |
| Die ar. | `6400 sq um` |
| # DRC | `0` |
| Biggest register | `cnt` |
| Post-synth seq share | `57.0%` |
| Final setup margin | `271 ps` |
| Post-synth cell types | `13` |
| CTS buffer count | `3` |
[stage by stage]
stage | power (mW) | instance area (sq um)
floorplan | 0.161 | 439
global placement | 0.163 | 517
detailed placement | 0.163 | 517
CTS | 0.263 | 539
global route | 0.273 | 539
finish | 0.258 | 539
[power by group through the flow]
stage	combinational (mW)	clock [mW]	sequential (mW)
CTS	0.00478	0.103	0.156
finish	0.00435	0.0975	0.156
global route	0.00522	0.112	0.155
[worst max-delay path, cell delays in order, from the launching register on]
cell and delay [ps]:
dfrtp_1 430, nor4_1 320, nand3b_1 100, nor4_1 190
clkdlybuf4s50_1 510
[worst max path at each step]
stage	startpoint	endpoint	slack [ps]	depth (start not counted)
6_report	cnt[6]	strobe	270	4
5_1_grt	cnt[6]	strobe	180	4
4_1_cts	cnt[6]	strobe	240	4
[final cells by class]
class                      instances  area (sq um)  share of cell area (%)
sequential                        10           250                    46.4
tap                               46          57.6                    10.7
clock buffer                       3          22.5                    4.18
inverter                           3          11.3                    2.09
timing repair buffer               2          20.0                    3.71
multi-input combinational         23           178                    32.9
[synth_stat cells, drive strengths merged]
master  count
dfrtp      10
xnor2       7
inv         3
nand3       3
nand4       3
and3        2
ha          2
nor4        2
and4        1
nand2       1
nand3b      1
xor2        1
[cells by family after synthesis]
family	share of synthesized area [%]
adders and majority gates	5.70
buffers and inverters	2.56
and+or+nand+nor	18.8
xor gates and xnor gates	16.0
DFF	57.0
[metal layers]
layer	up-vias	track usage, %	routed length, um
li1	135	-	-
met1	143	3.12	309
met2	5	3.85	331
met3	2	1.70	58
met4	0	0.880	10
met5	-	0	0
Power is estimated from default activity; no workload was simulated.
