==> /design/flow/design.v <==
module fsm
# (
	parameter en_width = 8
)
(
	input       clk,
	input       reset,
	input [3:0] key,
	input [3:0] letter0,
	input [3:0] letter1,
	input [3:0] letter2,
	input [3:0] letter3,
	output     [3:0] stop_flag,
	output reg [4:0] message0,
	output reg [4:0] message1,
	output reg [4:0] message2,
	output reg [4:0] message3,
	output           end_flag
);
parameter [2:0] S0 = 0, S1 = 1, S2 = 2, S3 = 3, S4 = 4, S5 = 5, S6 = 6;
reg[2:0] state, next_state;
always @(posedge clk, posedge reset)
	if (reset)
		state <= S0;
	else
		state <= next_state;
always @*
	case (state)
	S0: 
		if (key[3])
			next_state = S1;
		else
			next_state = S0;  
	S1: 
		if (key[2])
			next_state = S2;
		else
			next_state = S1;  
	S2: 
		if (key[1])
			next_state = S3;
		else
			next_state = S2;  
	S3: 
		if (key[0])
			next_state = S4;
		else
			next_state = S3;  
	S4: 
		if ((letter0[3:0] == letter1[3:0]) && (letter1[3:0] == letter2[3:0]) && (letter2[3:0] == letter3[3:0]))
			next_state = S5;
		else
			next_state = S6;
	S5:
		if (key[0] & key[1])
			next_state = S0;
		else
			next_state = S5;   
	S6:
		if (key[0] & key[1])
			next_state = S0;
		else
			next_state = S6;   
	default:
		next_state = S0;
	endcase
assign stop_flag[0] = (state == S1 || state == S2 || state == S3 || state == S4 || state == S5 || state == S6) ? 1'b0 : 1'b1;
assign stop_flag[1] = (state == S2 || state == S3 || state == S4 || state == S5 || state == S6)                ? 1'b0 : 1'b1;
assign stop_flag[2] = (state == S3 || state == S4 || state == S5 || state == S6)                               ? 1'b0 : 1'b1;
assign stop_flag[3] = (state == S4 || state == S5 || state == S6)                                              ? 1'b0 : 1'b1;
always @*
	case(state)
	S5:
		begin
		message0 = 'h10;  
		message1 = 'h11;  
		message2 = 'h11;  
		message3 = 'h12;  
		end
	S6:
		begin
		message0 = 'h13;  
		message1 = 'h11;  
		message2 = 'h14;  
		message3 = 'h15;  
		end
	default:
		begin
		message0 = 'h00;
		message1 = 'h00;
		message2 = 'h00;
		message3 = 'h00;
		end
	endcase
assign end_flag = (state == S5 || state == S6) ? 1'b1 : 1'b0;
endmodule
==> /design/flow/run.sh <==
#!/bin/bash
# OpenROAD 26Q1-2900-gdf79404cd8, Yosys 0.63+post, stock flow scripts
make -C /OpenROAD-flow-scripts/flow DESIGN_CONFIG=/design/flow/config.mk WORK_HOME=/design/flow/orfs finish
==> /design/flow/config.mk <==
export PLATFORM = sky130hd
export DESIGN_NAME = fsm
export DESIGN_NICKNAME = fsm
export VERILOG_FILES = /design/flow/design.v
export SDC_FILE = /design/flow/constraint.sdc
export NUM_CORES = 4
export LEC_CHECK = 1
export CORE_AREA = 10 10 70 70
export DIE_AREA = 0 0 80 80
==> /design/flow/constraint.sdc <==
current_design fsm

set clk_period 1.2
set clk_io_pct 0.2

create_clock -name clk0 -period $clk_period [get_ports {clk}]

set non_clock_inputs [all_inputs -no_clocks]
set_input_delay [expr $clk_period * $clk_io_pct] -clock clk0 $non_clock_inputs
set_output_delay [expr $clk_period * $clk_io_pct] -clock clk0 [all_outputs]
==> flow_summary.toml <==
# generated from flow reports
[run_status]
status = "finished, violations left"
violations = "negative setup slack"

[synthesis]
synth-edff-count = 0
synth.most_common_cell = "buf_4"
ys.flop_type = "dfrtp_1"
yosys-top-cells-area = "dfrtp_1 29%, buf_4 26%, dfstp_2 5.1%, inv_1 5.1%, a22oi_2 4.8%"
top_area_share_pct = 29.1
ys_seq_share_pct = 34.1
syn-instance-count = 62
async_reset_ff_share_pct = 100
ys.flops = 7
netlist_top_cells_count = "18 x buf_4, 7 x inv_1, 6 x dfrtp_1, 6 x nand2_1, 4 x nand4_1"
top_area_cell = "dfrtp_1"
ys_types = 18
ys_cells = 62
ys_area_um2 = 517
yosysWarnings = 1
syn_avg_cell_area_um2 = 8.33
syn_area_um2 = 517

[clock_network]
htree_levels = 1
cts_tree = "yes"
clock_tree.root_cell = "clkbuf_4"
path_clk_slew_ns = 0.05
numClockSinks = 7
numCtsBuffers = 3
insertion_delay_ns = 0.25
cts_max_path_buffers = 2
hold_buffers = 0

[power_and_ir_drop]
power.total_w = 0.00128
vdd_ir_drop_max_v = 0.000664
p_leak_nw = 0.528
power.density_mw_per_mm2 = 1210

[timing]
fin_worst_skew_ns = 0.00235
layout_setup_ws_ns = -0.373
rsz0062_at_grt = "yes"
fmax_mhz = 636
post-route-period-util_pct = 131
finalHoldViolations = 0
setup_viol = 17
drv_slew = 0
fin_crit_ns = 1.57

[worst_setup_path]
crit_buf_inv = 5
crit_fanout = 2
slowest_stage = "dfrtp_1"
crit_type = "register to output port"
max_stage_delay_ns = 0.39
crit-reg2reg-launch = "state[3]$_DFF_PP0_"
arrival_ns = 1.33
worstPathRequired_ns = 0.96
timing.rr.end = "state[3]$_DFF_PP0_"
worst_setup_path_end_kind = "output port"
cp_cell_sequence = "nor2_2 > inv_2 > nor2_4 > nand2_2 > buf_6 > buf_6 > inv_2 > buf_2"
rr_worst_depth = 7
worst-path-stages = 8
r2r_slack_ns = -0.16
cp-start-kind = "register"
path_delay_family = "buffers and inverters"

[routing]
firstDrtPassIters = 4
drt-initial-drc-count = 9
diodes = 0
drc = 0
routed_wl_mm = 1.75
via_per_inst = 3.58
final_antenna_net_count = 0
vias = 576
wl_per_cell_um = 10.9

[place]
place.gp.congestion = 0.728
dp_worst_setup_slack_ns = -0.577
hpwl_mm = 1.43
io_buffers = 38

[grt]
grt_pass1_vias = 609
grt_max_degree = 8
antenna_found_initial = 0
grt_usage_pct = 5.12
grt_pass1_wl_mm = 2.70
gr-total-overflow = 0

[floorplan]
core-area_mm2 = 0.00342
ios = 47
rows = 21
die_x_um = 80
die-area_mm2 = 0.00640
fp_util_pct = 15.1
fp.dieH_um = 80

[cells_and_area]
area.combinational_um2 = 238
area_growth_syn_to_layout_pct = 105
fillers = 358
drive_above_1_share_pct = 55.7
largestRegisters = "state x7"
flop_area_um2 = 176
top_register = "state"
largest_reg_flops = 7

[worst_hold_path]
hold_class = "input pin to asynchronous set/reset pin"

[job]
warning_count = 28
cap_viol_max_count = 0
==> timing repair <==
item	CTS	global route
endpoints found under the setup margin	19	19
buffers inserted	18	6
resized	113	14
pin swaps	12	8
==> worst max-delay path by stage <==
| stage | endpoint | from | slack, ns |
|---|---|---|---|
| CTS | stop_flag[2] | state[5]$_DFF_PP0_ | -0.40 |
| global route | stop_flag[0] | state[3]$_DFF_PP0_ | -0.49 |
| finish | stop_flag[2] | state[3]$_DFF_PP0_ | -0.37 |
==> cell type report <==
type	count	share of cell area (%)
flip-flops and latches	7	16.6
inverters	7	2.48
multi-input cells	35	22.4
well taps	46	5.43
clock buffers	4	2.48
repair buffers	62	50.5
==> cell families (layout without fill, tap and decap cells) <==
| family | after synthesis | after routing | synth area share, % |
|---|---|---|---|
| compound gates | 8 | 8 | 12.6 |
| buf+inv | 27 | 73 | 32.7 |
| flops | 7 | 7 | 34.1 |
| other cells | 1 | 8 | 0.726 |
| simple gates | 19 | 19 | 19.9 |
==> metal layers <==
metal	vias to the layer above	wire length (µm)	global-route usage, %
met3	2	135	2.50
met5	-	0	0
li1	288	-	-
met4	0	9	0.352
met2	24	868	8.43
met1	262	739	6.14
==> per-stage QoR <==
| step | cells | hold WS (ns) | util, % | cell area (µm²) | TNS (ns) |
|---|---|---|---|---|---|
| 3_3_place_gp | 141 | 0.464 | 26.6 | 907 | -4.10 |
| 6_report | 161 | 0.227 | 31.0 | 1060 | -4.85 |
| 4_1_cts | 159 | 0.231 | 30.8 | 1050 | -5.51 |
| 3_5_place_dp | 141 | 0.477 | 26.6 | 907 | -4.17 |
| 5_1_grt | 161 | 0.251 | 31.0 | 1060 | -6.08 |
| 2_1_floorplan | 69 | 0.0427 | - | 552 | -0.100 |
==> power breakdown <==
group / internal (W) / switching, W
registers: 0.000271 / 0.0000312
clock network: 0.000127 / 0.0000886
logic: 0.000546 / 0.000218
==> cells in the final DEF (no fill, tap or decap) <==
master / Yosys / layout
clkbuf_4: 0 / 3
or4_1: 2 / 1
a22o_1: 1 / 1
inv_2: 0 / 2
nor3_4: 0 / 1
dlygate4sd2_1: 0 / 6
a32o_1: 1 / 1
inv_1: 7 / 5
clkdlybuf4s15_1: 0 / 3
nor2_2: 0 / 1
a22oi_2: 2 / 2
clkbuf_2: 0 / 5
dfrtp_1: 6 / 6
nand4_1: 4 / 4
clkdlybuf4s50_1: 0 / 5
conb_1: 1 / 8
and2_1: 1 / 1
o21ai_0: 3 / 3
nor2_4: 0 / 2
or4_4: 0 / 3
clkbuf_1: 2 / 1
dfstp_2: 1 / 1
buf_4: 18 / 10
buf_2: 0 / 11
nand2_2: 0 / 1
nand2_1: 6 / 5
buf_6: 0 / 22
o22ai_1: 1 / 1
No activity file was given, so power comes from the tool's default toggle rates.
